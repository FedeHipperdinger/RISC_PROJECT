File: /design/flow/run.sh
#!/bin/bash
# OpenROAD 26Q1-2900-gdf79404cd8, Yosys 0.63+post, stock flow scripts
make -C /OpenROAD-flow-scripts/flow DESIGN_CONFIG=/design/flow/config.mk WORK_HOME=/design/flow/orfs finish
File: /design/flow/config.mk
export PLATFORM = sky130hd
export DESIGN_NAME = control_unit_mod
export DESIGN_NICKNAME = control_unit_mod
export VERILOG_FILES = /design/flow/design.v
export SDC_FILE = /design/flow/constraint.sdc
export NUM_CORES = 4
export LEC_CHECK = 1
export CORE_AREA = 10 10 70 70
export DIE_AREA = 0 0 80 80
File: /design/flow/constraint.sdc
current_design control_unit_mod

set clk_period 1.7
set clk_io_pct 0.2

create_clock -name clk0 -period $clk_period [get_ports {clk}]

set non_clock_inputs [all_inputs -no_clocks]
set_input_delay [expr $clk_period * $clk_io_pct] -clock clk0 $non_clock_inputs
set_output_delay [expr $clk_period * $clk_io_pct] -clock clk0 [all_outputs]
File: /design/flow/design.v
module control_unit_mod ( 
  input  wire      	 	   clk,
  input  wire      	 	   rst_n,
  input  wire      	 	   [1:0]T_i,  
  input  wire      	 	   [2:0]OPC_i,  
  input  wire      	 	   [33:0]reg_i,   
  input  wire      	 	   [1:0]addr_bits_i,  
  input  wire      	 	   [1:0]pc_bits_i,    
  output reg      	   	 [1:0]pc_sel_o,
  output reg      	   	 data_mem_w_ctrl_o,
  output reg      	   	 data_mem_w_sel_o,
  output reg      	   	 [2:0]alu_ctrl_o,
  output reg      	   	 alu_srcA_sel_o,
  output reg      	   	 [1:0]alu_srcB_sel_o,
  output reg      	   	 reg_file_w_ctrl_o,
  output reg      	   	 reg_file_w_sel_o,
  output reg      	   	 extend_ctrl_o,
  output reg      	   	 writeback_sel_o,
  output reg      	   	 [2:0]exception_flags_o  
);
  localparam MOVEMENT 		    = 2'b00;
  localparam LOGIC 			      = 2'b10;
  localparam ARITHMETIC 	    = 2'b11;
  localparam FLOW_CONTROL 	  = 2'b01;
  localparam LOAD 		        = 3'b000;
  localparam STORE 			      = 3'b010;
  localparam LOADI 	          = 3'b001;
  localparam STOREI 	        = 3'b011;
  localparam MOV 	            = 3'b100;
  localparam OR 		          = 3'b000;
  localparam INV 			        = 3'b001;
  localparam AND 	            = 3'b010;
  localparam ADD 		          = 3'b000;
  localparam SUB 			        = 3'b001;
  localparam ADDC 	          = 3'b010;
  localparam SUBC 	          = 3'b011;
  localparam NOP              = 3'b111;  
  localparam JUMP 		        = 3'b000;
  localparam BZ 			        = 3'b001;
  localparam BNZ 	            = 3'b010;
  localparam BC 	            = 3'b011;
  localparam BV 	            = 3'b100;
  localparam JAL 	            = 3'b101;
  localparam JRAL 	          = 3'b110;
  localparam RET 	            = 3'b111;
  localparam STOP = 3'b111;  
  reg [1:0]T_prev;
  reg [2:0]OPC_prev;
  reg exception_0;
  reg exception_1;
  reg exception_2;
  reg halt;
  assign exception_flags_o[0] = exception_0;  
  assign exception_flags_o[1] = exception_1;  
  assign exception_flags_o[2] = exception_2;  
  assign halt = (exception_flags_o != 3'd0 || (T_i == MOVEMENT & OPC_i == STOP));  
  always @(posedge clk or negedge rst_n) begin
    if(~rst_n) begin
      data_mem_w_ctrl_o <= 1'b0;    
      data_mem_w_sel_o  <= 1'b0;    
      reg_file_w_ctrl_o <= 1'b0;    
      reg_file_w_sel_o  <= 1'b1;    
      writeback_sel_o   <= 1'b1;    
      pc_sel_o          <= 2'b00;   
      alu_ctrl_o        <= 3'd0;    
      alu_srcA_sel_o    <= 1'b0;    
      alu_srcB_sel_o    <= 2'd0;    
      extend_ctrl_o     <= 1'b1;    
      exception_0 		  <= 1'b0; 
      exception_1 		  <= 1'b0;
      exception_2 		  <= 1'b0;
      T_prev            <= ARITHMETIC;
      OPC_prev          <= NOP;
    end
    else begin
      T_prev <= T_i;
      OPC_prev <= OPC_i;
      if(T_prev == MOVEMENT && (OPC_prev == LOAD || OPC_prev == STORE || OPC_prev == STOREI)) begin
        if (addr_bits_i != 2'b00) begin
          exception_1 <=  1'b1;  
        end
      end
    end
  end
  always @(*) begin
    data_mem_w_ctrl_o = 1'b0;    
    data_mem_w_sel_o  = 1'b0;    
    reg_file_w_ctrl_o = 1'b0;    
    reg_file_w_sel_o  = 1'b1;    
    writeback_sel_o   = 1'b1;    
    alu_ctrl_o        = 3'd0;    
    alu_srcA_sel_o    = 1'b0;    
    alu_srcB_sel_o    = 2'd0;    
    extend_ctrl_o     = 1'b1;    
    writeback_sel_o   = 1'b1;    
    if(halt == 1'b1) begin  
      exception_0 		= exception_0; 
      exception_1 		= exception_1;
      exception_2 		= exception_2;
      pc_sel_o        = 2'd3;   
    end
    else begin
      exception_2 = (pc_bits_i[0] | pc_bits_i[1]);      
      exception_0 = 1'b0;
      pc_sel_o          = 2'b00;   
      if(exception_2 == 1'b0) begin
        case(T_i)
          MOVEMENT: begin
            case(OPC_i)
              LOAD: begin
                reg_file_w_ctrl_o = 1'b1;    
                reg_file_w_sel_o  = 1'b1;    
                writeback_sel_o = 1'b0;      
                alu_srcA_sel_o    = 1'b0;    
                alu_srcB_sel_o    = 2'd1;    
                extend_ctrl_o     = 1'b1;
              end
              STORE: begin
                data_mem_w_ctrl_o = 1'b1;   
                data_mem_w_sel_o  = 1'b0;   
                alu_srcA_sel_o    = 1'b0;   
                alu_srcB_sel_o    = 2'd1;   
                extend_ctrl_o     = 1'b0;  
              end
              LOADI: begin                   
                reg_file_w_ctrl_o = 1'b1;    
                reg_file_w_sel_o  = 1'b1;    
                writeback_sel_o   = 1'b1;    
                alu_srcA_sel_o    = 1'b1;    
                alu_srcB_sel_o    = 2'd1;    
                extend_ctrl_o     = 1'b1;    
              end
              STOREI: begin
                data_mem_w_ctrl_o = 1'b1;   
                data_mem_w_sel_o  = 1'b1;   
                alu_srcA_sel_o    = 1'b0;   
                alu_srcB_sel_o    = 2'd2;   
                extend_ctrl_o     = 1'b1;
              end
              MOV: begin                    
                alu_ctrl_o        = 3'd7;   
                reg_file_w_ctrl_o = 1'b1;   
                reg_file_w_sel_o  = 1'b1;   
                writeback_sel_o   = 1'b1;   
                alu_srcA_sel_o    = 1'b0;   
                alu_srcB_sel_o    = 2'd2;   
              end
              STOP: begin
                exception_0 = 1'b0;  
              end
              default:
                exception_0 = 1'b1;  
            endcase
          end
          LOGIC: begin
            reg_file_w_ctrl_o = 1'b1;   
            reg_file_w_sel_o  = 1'd1;    
            writeback_sel_o   = 1'b1;    
            case(OPC_i)
              OR: begin
                alu_ctrl_o  = 3'd4;
              end
              INV: begin
                alu_ctrl_o  = 3'd5;
              end
              AND: begin
                alu_ctrl_o  = 3'd6;
              end
              default:
                exception_0 = 1'b1;  
            endcase
          end
          ARITHMETIC: begin
            reg_file_w_ctrl_o = 1'b1;   
            reg_file_w_sel_o  = 1'd1;   
            writeback_sel_o   = 1'b1;   
            alu_srcA_sel_o    = 1'b0;   
            alu_srcB_sel_o    = 2'd0;   
            case(OPC_i) 
              ADD: begin
                alu_ctrl_o        = 3'd0;  
              end
              SUB: begin
                alu_ctrl_o        = 3'd1;
              end
              ADDC: begin
                alu_ctrl_o        = 3'd2;
              end
              SUBC: begin
                alu_ctrl_o        = 3'd3;
              end
              NOP: begin
                reg_file_w_ctrl_o = 1'b0;  
              end
              default:
                exception_0 = 1'b1;  
            endcase
          end
          FLOW_CONTROL: begin
            case(OPC_i)
              JUMP: begin
                pc_sel_o          = 2'd1;  
                alu_srcA_sel_o    = 1'b0;  
                alu_srcB_sel_o    = 2'd2;  
              end
              BZ: begin
                if (~|reg_i[31:0]) begin          
                  pc_sel_o          = 2'd1;  
                  alu_srcA_sel_o    = 1'b0;  
                  alu_srcB_sel_o    = 2'd1;  
                  extend_ctrl_o     = 1'b0;  
                end
              end
              BNZ: begin
                if (|reg_i[31:0]) begin           
                  pc_sel_o          = 2'd1;  
                  alu_srcA_sel_o    = 1'b0;  
                  alu_srcB_sel_o    = 2'd1;  
                  extend_ctrl_o     = 1'b0;  
                end
              end
              BC: begin
                if(reg_i[32] == 1'b1) begin
                  pc_sel_o          = 2'd1;  
                  alu_srcA_sel_o    = 1'b0;  
                  alu_srcB_sel_o    = 2'd1;  
                  extend_ctrl_o     = 1'b0;  
                end
              end
              BV: begin
                if(reg_i[33] == 1'b1) begin
                  pc_sel_o          = 2'd1;  
                  alu_srcA_sel_o    = 1'b0;  
                  alu_srcB_sel_o    = 2'd1;  
                  extend_ctrl_o     = 1'b0;  
                end
              end
              JAL: begin
                reg_file_w_ctrl_o = 1'b1;   
                reg_file_w_sel_o  = 1'd0;   
                writeback_sel_o   = 1'b1;   
                pc_sel_o          = 2'd1;  
                alu_srcA_sel_o    = 1'b1;  
                alu_srcB_sel_o    = 2'd1;  
                extend_ctrl_o     = 1'b1;  
              end
              JRAL: begin
                reg_file_w_ctrl_o = 1'b1;   
                reg_file_w_sel_o  = 1'd0;   
                writeback_sel_o   = 1'b1;   
                pc_sel_o          = 2'd1;  
                alu_srcA_sel_o    = 1'b0;  
                alu_srcB_sel_o    = 2'd1;  
                extend_ctrl_o     = 1'b1;  
              end
              RET: begin
                pc_sel_o          = 2'd2;  
                alu_srcA_sel_o    = 1'b0;  
                alu_srcB_sel_o    = 2'd2;  
              end
              default:
                exception_0 = 1'b1;  
            endcase
          end
          default:
            exception_0 = 1'b1;  
        endcase
      end
    end
  end
endmodule  
==> results_slide.txt <==
Implementation Results

Outcome
  – Status: finished clean

Synth
  – Aoi share: 2.76%
  – Mapped cell area: 318 um^2
  – Most common cell in the netlist: buf_4
  – Syn. warnings: 39
  – Basic Gates by Area: 5.51%
  – YS chip area: 318 um^2
  – XOR Share, Synth: 0%
  – Max-area cell share: 41.3%
  – Biggest area consumer among synthesized cells: dfstp_2
  – Cells after synthesis: 29
  – Flops after synth: 6
  – Commonest flop: dfstp_2
  – Synth top area cells: dfstp_2 (41%), buf_4 (40%), dfrtp_1 (7.9%)
  – Synth async-reset ratio: 100%
  – Main logic family after synthesis: buffers and inverters
  – # Cells Yosys: 29
  – Post-Syn Area per Cell: 11.0 um^2
  – Adder share: 0%
  – Seq share, synth: 49.2%
  – Commonest cells post-synth: buf_4 (17), dfstp_2 (5), conb_1 (2)
  – Post-synth mux share: 0%
  – Number of flops mapped to enable cells by yosys: 0
  – Post-synth cell types: 8

STA
  – Final Max-Slew Violation Tally: 0
  – Worst setup margin: 0.319 ns
  – Setup Skew: 0.00576 ns
  – Setup violators final: 0
  – Hold Vio Cnt, Final: 0
  – Fin Hold WS: 0.332 ns
  – Fin crit period: 1.38 ns
  – Cycle use final: 81.3%
  – Setup TNS: 0 ns
  – Unrepaired setup endpoints after global routing: no
  – Max Fclk: 0.724 GHz

Routing
  – Drt initial violations: 10
  – First drt pass iteration count: 2
  – Vias/cell: 1.93
  – DRC: 0
  – Vias: 164
  – Diodes inserted: 0
  – Routed wire length: 577 um
  – Routed length per instance: 6.79 um
  – Post-route ant nets: 0

Critical path
  – CP endpoint kind: output pin
  – Crit path max-delay family: buffers and inverters
  – Worst EP arrival: 1.04 ns
  – FF-to-FF End: exception_1
  – Crit path max fanout: 2
  – Worst path cell trace: clkdlybuf4s50_1
  – Slowest CP cell: clkdlybuf4s50_1
  – Startpoint types: register
  – CP Launch Point: exception_1
  – Buf+Inv Stages, Crit Path: 1
  – RR Startpoint: OPC_prev[2]
  – R2R setup slack: 0.82 ns
  – CP Data Required Time: 1.36 ns
  – Kind of critical path: register to output pin
  – CP max stage delay: 0.47 ns
  – R2R depth: 2

Finish
  – Final instance area: 417 um^2
  – Layout area overhead: 31.1%
  – Non-filler cells, final: 85
  – Layout cells sized above 1: 20.5%

Clock network
  – CTS H-tree depth: 1
  – Post-cts resize count: 0
  – Postcts setup bufs: 0
  – TritonCTS clock tree: built
  – CTS Buffer Depth: 2
  – Clock transition at path regs: 0.05 ns
  – TritonCTS Buffers: 3
  – Late-Pin Clk Latency: 0.24 ns
  – Sink Count: 6
  – Post-cts hold buffer count: 0
  – Root Buffer: clkbuf_4

Global routing
  – First-pass GRT wire length: 834 um
  – GRT Overall Usage: 1.49%
  – Vias in the first global route: 220
  – Remaining global-route overflow: 0
  – Largest net degree at the start of global routing: 7
  – Antenna violations before repair: 0

Die
  – Total die size: 6400 um^2
  – Core Util at FP: 9.30%
  – Die W: 80 um
  – Core Area: 3420 um^2
  – # rows: 21
  – Num ports: 62
  – Die H: 80 um

Power and ir drop
  – Pwr dens: 770 nW/um^2
  – Leak Pwr: 0.000171 uW
  – Worst IR drop on VDD: 130 uV

Flow run
  – OpenROAD warning count: 61
  – Max-cap viol count: 0

Place
  – Placed insts: 81
  – Port-buffer cells: 9
  – Post-DP HPWL: 526 um
  – Post-Place Setup Slack: 0.439 ns
  – RePlAce Congestion: 0.624
  – Placed standard-cell area: 390 um^2

Worst hold path
  – HP Class: primary input to asynchronous set/reset pin
==> cell usage in the layout, fill, tap and decap left out, drive strengths merged <==
cell           instances
dfstp                  5
nor3                   1
clkbuf                 4
a31o                   1
dfrtp                  1
or2                    1
clkdlybuf4s50          9
nand2b                 1
conb                  16
==> report_power, final <==
part / internal (uW) / switching (uW) / total (uW)
sequential: 155 / 1.89 / 157
clock: 88.6 / 47.2 / 136
combinational: 19.9 / 8.09 / 28.0
==> cells by family after synthesis <==
family / after synthesis
AND-OR/OR-AND: 1
buffers and inverters: 17
flip-flops: 6
other: 2
AND/OR/NAND/NOR: 3
==> stage by stage <==
stage               total power, uW  util, %
floorplan                       189        -
global placement                189     11.4
detailed placement              189     11.4
CTS                             330     12.2
global route                    341     12.2
finish                          321     12.2
==> per-layer routing <==
metal,vias to the layer above,part of all wire (%),GRT usage (%)
li1,75,-,-
met5,-,0,0
met1,78,39,1.55
met4,0,0,0.704
met2,11,56,2.49
met3,0,5.4,0.682
==> flip-flops by register name, indices dropped and copies added (netlist names) <==
| signal | count |
|---|---|
| OPC_prev | 3 |
| exception_1 | 1 |
| T_prev | 2 |
==> how the worst max path moves through the flow <==
stage	endpoint	slack (ns)	depth (start not counted)
4_1_cts	exception_flags_o[1]	0.29	1
5_1_grt	exception_flags_o[1]	0.26	1
6_report	exception_flags_o[1]	0.32	1
==> cell type report <==
cell class,instances,area [um^2]
multi-input combinational,20,86.3
clock buffer,4,26.3
fill,400,3000
tap,46,57.6
sequential,6,156
timing repair buffer,9,90.1
Power is estimated from default activity; no workload was simulated.
