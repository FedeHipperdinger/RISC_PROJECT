[flow/run.sh]
#!/bin/bash
# OpenROAD 26Q1-2900-gdf79404cd8, Yosys 0.63+post, stock flow scripts
make -C /OpenROAD-flow-scripts/flow DESIGN_CONFIG=/design/flow/config.mk WORK_HOME=/design/flow/orfs finish
[flow/constraint.sdc]
current_design extender_mod

set clk_period 1.0
set clk_io_pct 0.2

create_clock -name clk0 -period $clk_period

set non_clock_inputs [all_inputs -no_clocks]
set_input_delay [expr $clk_period * $clk_io_pct] -clock clk0 $non_clock_inputs
set_output_delay [expr $clk_period * $clk_io_pct] -clock clk0 [all_outputs]
[flow/config.mk]
export PLATFORM = sky130hd
export DESIGN_NAME = extender_mod
export DESIGN_NICKNAME = extender_mod
export VERILOG_FILES = /design/flow/design.v
export SDC_FILE = /design/flow/constraint.sdc
export NUM_CORES = 4
export LEC_CHECK = 1
export CORE_AREA = 10 10 70 70
export DIE_AREA = 0 0 80 80
[flow/design.v]
module extender_mod ( 
  input  wire      	 	[11:0]dataA_i,   
  input  wire      	 	[4:0]dataB_i,   
  input  wire      	 	ext_ctrl_i,  
  output reg      	   	 [31:0]ext_data_o
);
assign ext_data_o = (ext_ctrl_i==1'b1) ? {{16{dataA_i[11]}}, dataA_i[10:0], dataB_i} : {{21{dataA_i[11]}}, dataA_i[10:0]};
endmodule  
==> flow_metrics.tcl <==
# yosys + openroad results
set metrics [dict create \
    status "finished, violations left" \
    violations "negative setup slack" \
    drive_above_1_share 0.732 \
    synth-adder-area-share 0 \
    area_growth_syn_to_layout_pct 143 \
    grt_pass1_wl_um 2480 \
    critPathKind "in -> out" \
    fp.coreArea_mm2 0.00342 \
    rsz0062_at_grt "yes" \
    wl_um 1650 \
    max_freq_ghz 0.864 \
    worstHoldStart "dataB_i[4]" \
    drt-wirelength-per-cell_um 12.9 \
    ys_seq_frac 0 \
    via_count 391 \
    start_kind "input port" \
    tightest_slew_ps 87.1 \
    seq_area_um2 0 \
    overflow 0 \
    dp_cells 115 \
    antenna_found_initial 0 \
    finalSetupViolations 16 \
    insertedDiodeCount 0 \
    mux_share 0.590 \
    final_cell_count_no_fill 128 \
    drtPass1Iterations 3 \
    top_cell_area_share 0.407 \
    ys_area_um2 369 \
    routabilityCongestion 0.648 \
    postCtsHoldBufs 0 \
    relSlewSlack 0.942 \
    clkbuf_count 0 \
    warnings 34 \
    slew_violations 0 \
    ys_top_cells_by_area "mux2_4 41%, buf_4 33%, mux2_2 18%" \
    ios 50 \
    synth_cells 34 \
    cp.arrival_ps 960 \
    period_needed_ps 1160 \
    syn_area_um2 369 \
    ant_nets 0 \
    drc_errors 0 \
    syn_area_per_cell_um2 10.9 \
    cp.required_ps 800 \
    powerDensity_mw_per_mm2 397 \
    critPathMaxFanout 6 \
    peakVddDrop_uv 181 \
    dp_hpwl_um 1300 \
    end_kind "primary output" \
    flops 0 \
    grt_start_max_net_pins 7 \
    fp_util 0.108 \
    grt_pass1_vias 419 \
    grtUsageTotal 0.0473 \
    xor_area_frac 0 \
    via_per_inst 3.05 \
    fin_crit_sh 1.16 \
    final_common_cell "dlygate4sd2_1" \
    mostFrequentLayoutCells "22 x dlygate4sd2_1, 20 x buf_2, 14 x buf_6" \
    drt_iter0_markers 7 \
    hold-worst-slack_ps 802 \
    die_h_um 80 \
    fin_ws_ps -157 \
    dieArea_mm2 0.00640 \
    ys_types 5 \
    aoi_share 0 \
    dieWidth_um 80 \
    max_cap_viol_count 0 \
    p_leak_nw 0.478 \
    synth-simple-area-share 0 \
    rows 21 \
    logic_family "multiplexers" \
    yosys_warnings 1 \
    yosys.area.top_type "mux2_4" \
    critPathLaunch "ext_ctrl_i" \
    numPortBuffers 50 \
    worstHoldPathType "in -> out" \
    hold_violations 0 \
    ys_cells 34 \
]
path summary, 6_finish.rpt:
kind              to  slack (ps)  cells after the start
max   ext_data_o[10]        -160                      5
min    ext_data_o[4]         800                      3
layer usage:
layer,wire length [um],global-route usage,part of all wire
met5,0,0,0
met4,0,0,0
met3,70,0.00455,0.042
met2,865,0.0835,0.52
met1,713,0.0639,0.43
worst max-delay path, stage by stage:
cell and delay (ps):
buf_8 110, buf_16 130, buf_6 120, mux2_4 290
buf_6 110
per-stage QoR:
| step | utilization | power (mW) | area, um2 | setup WS (ps) | setup TNS (ps) |
|---|---|---|---|---|---|
| after floorplan | - | 0.127 | 369 | 72.5 | 0 |
| after global placement | 0.241 | 0.352 | 823 | -844 | -22950 |
| after detailed placement | 0.241 | 0.353 | 823 | -850 | -23160 |
| after CTS | 0.258 | 0.353 | 880 | -162 | -2060 |
| after global routing | 0.263 | 0.387 | 897 | -181 | -2070 |
| final | 0.263 | 0.356 | 897 | -157 | -1720 |
power breakdown:
group	total, mW	leakage, nW	internal, mW	switching [mW]
Clock	0	0	0	0
Combinational	0.356	0.478	0.266	0.0899
Sequential	0	0	0	0
Total	0.356	0.478	0.266	0.0899
repair_timing:
item                                    4_1_cts  5_1_grt
endpoints found under the setup margin       32       28
resized                                     126        7
buffers inserted                             12        0
gates cloned                                  2        0
final cells by class:
| class | count | area (um2) |
|---|---|---|
| tap | 46 | 57.6 |
| timing repair buffer | 66 | 611 |
| fill | 383 | 2520 |
| multi-input combinational | 16 | 229 |
Yosys cell counts, drive strengths merged:
cell type and count:
buf 18, mux2 16
logic make-up (layout without fill, tap and decap cells):
| group | Yosys count | in the layout |
|---|---|---|
| buf+inv | 18 | 66 |
| mux | 16 | 16 |
Power figures rest on the tool's default switching activity, not on a simulated workload.
