`design/flow/design.v`:
```
module alu_mod ( 
  input  wire      	 	clk,
  input  wire      	 	[33:0]alu_srcA_i,
  input  wire      	 	[33:0]alu_srcB_i,
  input  wire      	 	 [2:0]alu_ctrl_i,
  output reg      	   	 [31:0]alu_result_o,
  output reg      	   	 alu_C_flag_o,
  output reg      	   	 alu_V_flag_o
);
  localparam ADD  = 3'd0;
  localparam SUB  = 3'd1;
  localparam ADDC = 3'd2;
  localparam SUBC = 3'd3;
  localparam OR   = 3'd4;
  localparam INV  = 3'd5;
  localparam AND  = 3'd6;
  localparam PASS = 3'd7;
  reg [31:0]srcB;
  always @(*) begin  
    srcB = (alu_ctrl_i == ADD | alu_ctrl_i == SUB) ? alu_srcB_i[31:0] : alu_srcB_i[31:0] + {31'd0, alu_srcB_i[32]};
    case(alu_ctrl_i)
      ADD:
        begin
          {alu_C_flag_o , alu_result_o} = {1'b0,alu_srcA_i[31:0]}+{1'b0,srcB};
          alu_V_flag_o = ((alu_srcA_i[31] == 1'b1) && (alu_srcB_i[31] == 1'b1) && (alu_result_o[31] == 1'b0))
                          || ((alu_srcA_i[31] == 1'b0) && (alu_srcB_i[31] == 1'b0) && (alu_result_o[31] == 1'b1)); 
        end
      SUB:
        begin
          {alu_C_flag_o , alu_result_o} = {1'b0,alu_srcA_i[31:0]}-{1'b0,srcB};
          alu_V_flag_o = (alu_srcA_i[31] == 1'b1) && (alu_srcB_i[31] == 1'b0) && (alu_result_o[31] == 1'b0)
                          || (alu_srcA_i[31] == 1'b0) && (alu_srcB_i[31] == 1'b1) && (alu_result_o[31] == 1'b1); 
        end
      ADDC:
        begin
          {alu_C_flag_o , alu_result_o} = {1'b0,alu_srcA_i[31:0]}+{1'b0,srcB};
          alu_V_flag_o = ((alu_srcA_i[31] == 1'b1) && (alu_srcB_i[31] == 1'b1) && (alu_result_o[31] == 1'b0))
                          || ((alu_srcA_i[31] == 1'b0) && (alu_srcB_i[31] == 1'b0) && (alu_result_o[31] == 1'b1)); 
        end
      SUBC:
        begin
          {alu_C_flag_o , alu_result_o} = {1'b0,alu_srcA_i[31:0]}-{1'b0,srcB};
          alu_V_flag_o = (alu_srcA_i[31] == 1'b1) && (alu_srcB_i[31] == 1'b0) && (alu_result_o[31] == 1'b0)
                          || (alu_srcA_i[31] == 1'b0) && (alu_srcB_i[31] == 1'b1) && (alu_result_o[31] == 1'b1); 
        end
      OR:
        begin
          alu_result_o = alu_srcA_i[31:0] | alu_srcB_i[31:0];
          alu_C_flag_o = 1'b0;
          alu_V_flag_o = 1'b0;
        end
      INV:
        begin
          alu_result_o = ~alu_srcA_i[31:0];
          alu_C_flag_o = 1'b0;
          alu_V_flag_o = 1'b0;
        end
      AND:
        begin
          alu_result_o = alu_srcA_i[31:0] & alu_srcB_i[31:0];
          alu_C_flag_o = 1'b0;
          alu_V_flag_o = 1'b0;
        end       
      PASS:
        begin
          alu_result_o = alu_srcA_i[31:0];
          alu_C_flag_o = alu_srcA_i[32];
          alu_V_flag_o = alu_srcA_i[33];
        end
    endcase
  end
endmodule  
```
`design/flow/run.sh`:
```
#!/bin/bash
# OpenROAD 26Q1-2900-gdf79404cd8, Yosys 0.63+post, stock flow scripts
make -C /OpenROAD-flow-scripts/flow DESIGN_CONFIG=/design/flow/config.mk WORK_HOME=/design/flow/orfs finish
```
`design/flow/config.mk`:
```
export PLATFORM = sky130hd
export DESIGN_NAME = alu_mod
export DESIGN_NICKNAME = alu_mod
export VERILOG_FILES = /design/flow/design.v
export SDC_FILE = /design/flow/constraint.sdc
export NUM_CORES = 4
export LEC_CHECK = 1
export CORE_UTILIZATION = 50
```
`design/flow/constraint.sdc`:
```
current_design alu_mod

set clk_period 13.1
set clk_io_pct 0.2

create_clock -name clk0 -period $clk_period

set non_clock_inputs [all_inputs -no_clocks]
set_input_delay [expr $clk_period * $clk_io_pct] -clock clk0 $non_clock_inputs
set_output_delay [expr $clk_period * $clk_io_pct] -clock clk0 [all_outputs]
```
==> run_results.csv <==
group,metric,value,unit
status,status,"complete, no violations",
global_routing,antenna_found_initial,0,
logic_synthesis,synth-cells-yosys,879,
final_layout,fillers,1040,
logic_synthesis,top_area_frac,0.1492,
logic_synthesis,ys_area,0.005618,mm2
route,drtPass1Iterations,7,
floorplan,io_pins,106,
route,via_per_inst,6.191,
logic_synthesis,ys_seq_frac,0,
flow_run,cap_violations,0,
setup_path,cp.arrival,8.17,ns
global_routing,grt_pass1_wl,29600,um
route,dr.first_iter.drc_count,490,
power,power_leakage,2.726,nW
logic_synthesis,yosysTopAreaCell,"ha_1",
route,route.detailed.drc,0,
global_routing,track_usage,0.3191,
timing,fmax,92.65,MHz
logic_synthesis,synth_cells,879,
setup_path,end_kind,"primary output",
final_layout,syn2layout_area_growth,16.93,%
power,peakVddDrop,0.00002441,V
timing,slew_headroom,0.4377,
logic_synthesis,synth.distinct_cells,89,
place,portBuffers,104,
timing,hold_violations,0,
global_routing,gr-total-overflow,0,
clocking,postCtsSetupBuffers,0,
place,place.gp.congestion,0.9734,
clocking,cts_hold_buf,0,
setup_path,crit_fanout,44,
logic_synthesis,top_cells_by_area,"ha_1 15%, a21oi_1 7.9%, o21ai_0 7.1%",
power,power.density,45.01,mW/mm2
setup_path,start_kind,"input port",
route,n_antenna_cell,0,
final_layout,register_area,0,um2
global_routing,grt_max_degree,56,
floorplan,rows,38,
timing,finalCritPeriodShare,0.8239,
route,ant_nets,0,
setup_path,cp.required,10.48,ns
timing,fin_setup_tns,0,ns
timing,worstMarginPinSlew,0.8346,ns
setup_path,critPathKind,"input port to primary output",
final_layout,nClkBuffers,0,
timing,setup_viol,0,
floorplan,fp.dieArea,0.01166,mm2
floorplan,initCoreUtil,0.5160,
route,wirelength,18400,um
logic_synthesis,avgSynthCellArea,6.391,um2
logic_synthesis,yosys_warnings,1,
final_layout,seq_cell_count,0,
logic_synthesis,netlist_area,0.005618,mm2
route,wl_per_cell,17.12,um
final_layout,drive_gt1_frac,0.04599,
timing,drv_slew,0,
timing,rsz0062_at_grt,"no",
place,dp_hpwl,14270,um
floorplan,fp.coreArea,0.01089,mm2
route,vias,6655,
min_path,hp-class,"input port to primary output",
timing,fin_crit,10.79,ns
flow_run,warnings,68,
global_routing,grt_pass1_vias,5953,
clocking,cts_resized,0,
floorplan,die_h,108,um
floorplan,fp.dieW,108,um
power,p_total,0.0002957,W
-- power breakdown --
group	internal, W	switching (W)	leakage, nW	total (W)
combinational	0.000135	0.000160	2.73	0.000296
clock	0	0	0	0
sequential	0	0	0	0
-- layer usage --
layer / routed length, um / global-route usage
met1: 8524 / 0.4631
met2: 8310 / 0.5214
met3: 1245 / 0.02393
met4: 322 / 0.05773
met5: 0 / 0
-- synth_stat cells (7+ instances only) --
cell and n:
and3_1 7, nor2b_1 11, o21ai_0 80, o211ai_1 10
nand4_1 14, nand2_1 72, mux2i_1 8, xnor2_1 41
o31ai_1 10, o21bai_1 9, buf_2 8, a21oi_1 89
nor2_1 79, nor3_1 45, a211oi_1 8, clkbuf_1 27
ha_1 67, nand3_1 37, inv_1 67, o21ai_1 7
a31oi_1 10, xor2_1 17, buf_6 9, nor4_1 10
a21o_1 17
-- worst max-delay path, cell delays in order --
cell	delay [ns]
clkdlybuf4s50_1	0.46
buf_4	0.46
o21ai_0	0.43
nor3_1	0.31
nand2_1	0.21
nor3_1	0.59
nand3_1	0.24
xnor2_1	0.24
ha_1	0.40
nor4_1	0.38
nor3b_1	0.29
nand2_1	0.10
and4b_1	0.24
and3_1	0.19
or2_0	0.20
o211a_1	0.23
nand3_1	0.06
clkdlybuf4s50_1	0.48
-- cells in the final DEF, fill, tap and decap left out, types with 3 or more instances in the layout --
master,Yosys,layout
nor4_1,10,10
ha_1,67,67
xor2_1,17,17
clkdlybuf4s50_1,0,102
a211oi_1,8,8
nor2_1,79,78
o22ai_1,4,4
o211ai_2,3,3
a31o_2,3,3
o21bai_1,9,9
xnor2_1,41,41
buf_4,5,6
o21ai_0,80,80
o21a_1,3,3
or3_1,3,3
o211ai_1,10,10
nor2b_1,11,11
a31oi_1,10,10
and3_1,7,7
o31ai_1,10,10
inv_1,67,67
nor3b_1,3,3
nand4_1,14,14
a21oi_1,89,89
o311ai_0,4,4
o221ai_1,5,5
nand2_1,72,72
nand3_1,37,37
mux2i_1,8,8
and2_1,3,3
o21ai_1,7,7
nor3_1,45,45
a21o_1,17,17
mux2_2,3,3
a221o_1,3,3
a221oi_1,6,6
nand2b_1,5,5
-- kinds of logic (layout without fill, tap and decap cells) --
family	Yosys count	after routing	synth area share
mux	12	12	0.02428
buf+inv	124	180	0.1007
compound gates	306	306	0.3497
fa+ha+maj	70	70	0.1581
xor+xnor	59	59	0.09332
simple gates	308	308	0.2739
-- layout make-up --
type	count	area, um2	area share
inverters	70	262.8	0.04000
multi-input cells	755	5055	0.7695
well taps	140	175.2	0.02667
repair buffers	110	1076	0.1638
-- per-stage QoR --
step | cell area (um2) | hold slack [ns] | utilization | instances | worst slack (ns)
5_1_grt | 6569 | 6.140 | 0.6033 | 1075 | 1.976
3_5_place_dp | 6569 | 6.083 | 0.6033 | 1075 | 2.429
4_1_cts | 6569 | 6.085 | 0.6033 | 1075 | 2.400
3_3_place_gp | 6569 | 6.087 | 0.6033 | 1075 | 2.457
6_report | 6569 | 6.082 | 0.6033 | 1075 | 2.307
2_1_floorplan | 5618 | 5.344 | - | 879 | 4.428
-- worst paths after layout --
kind | depth (start not counted) | to | startpoint | slack [ns]
setup / recovery | 18 | alu_V_flag_o | alu_ctrl_i[1] | 2.31
hold / removal | 4 | alu_result_o[5] | alu_ctrl_i[2] | 6.08
Power is estimated from default activity; no workload was simulated.
